`/design/flow/design.v`:
```
`timescale 1ns / 1ps
module nsCounter
(
    input clk,
    output [4:0] count
);
  wire clk;
  reg[4:0] count;
  initial
    	count = 0;
  always @ ( negedge clk )
    		count[0] <= ~count[0];
  always @ ( negedge count[0] )
    		count[1] <= ~count[1];
  always @ ( negedge count[1] )
    		count[2] <= ~count[2];
  always @ ( negedge count[2] )
    		count[3] <= ~count[3];
  always @ ( negedge count[3] )
    		count[4] <= ~count[4];
endmodule
```
`/design/flow/run.sh`:
```
#!/bin/bash
# OpenROAD 26Q1-2900-gdf79404cd8, Yosys 0.63+post, stock flow scripts
make -C /OpenROAD-flow-scripts/flow DESIGN_CONFIG=/design/flow/config.mk WORK_HOME=/design/flow/orfs finish
```
`/design/flow/constraint.sdc`:
```
current_design nsCounter

set clk_period 1.0
set clk_io_pct 0.2

create_clock -name clk0 -period $clk_period [get_ports {clk}]

set non_clock_inputs [all_inputs -no_clocks]
set_input_delay [expr $clk_period * $clk_io_pct] -clock clk0 $non_clock_inputs
set_output_delay [expr $clk_period * $clk_io_pct] -clock clk0 [all_outputs]
```
`/design/flow/config.mk`:
```
export PLATFORM = sky130hd
export DESIGN_NAME = nsCounter
export DESIGN_NICKNAME = nsCounter
export VERILOG_FILES = /design/flow/design.v
export SDC_FILE = /design/flow/constraint.sdc
export NUM_CORES = 4
export LEC_CHECK = 1
export CORE_AREA = 10 10 70 70
export DIE_AREA = 0 0 80 80
```
==> impl_metrics.env <==
# implementation run metrics
export IMPL_ys_seq_elements=5
export IMPL_regMostFlops="count"
export IMPL_fin_util=0.0663
export IMPL_fin_skew_ns=0
export IMPL_untimed_endpoints=8
export IMPL_antenna_left=0
export IMPL_synth_edff_count=0
export IMPL_top_cells_by_area="dfxtp_1, inv_1"
export IMPL_crit_path_top_delay_cell="dfxtp_2"
export IMPL_criticalPathCategory="reg -> out"
export IMPL_critPathLaunchType="flip-flop"
export IMPL_drtPass1Iterations=1
export IMPL_switchingPower_mw=0.00755
export IMPL_setup_viol=1
export IMPL_placed_cell_area_sq_um=230
export IMPL_hold_path_class="reg -> reg"
export IMPL_grt_pass1_vias=72
export IMPL_drive_above_1_share=0.125
export IMPL_grt_max_degree=3
export IMPL_ys_cells=11
export IMPL_hold_viol=0
export IMPL_stdcell_count=62
export IMPL_violations="setup timing"
export IMPL_top_area_cell="dfxtp_1"
export IMPL_die_w_um=80
export IMPL_vias=77
export IMPL_synthDistinctLibCells=2
export IMPL_maxSlewHeadroom=0.947
export IMPL_p_clk_frac=0.258
export IMPL_power_density_nw_per_um2=240
export IMPL_drt_iter0_drc=0
export IMPL_setup_ws_ns=-0.137
export IMPL_peakVddDrop_v=0.0000588
export IMPL_synth_top_area_share=0.816
export IMPL_holdWs_ns=0.392
export IMPL_unclocked_pins=4
export IMPL_initial_utilization=0.0359
export IMPL_port_buffers=5
export IMPL_clk_latency_ns=0.03
export IMPL_die_height_um=80
export IMPL_cp_arrival_ns=0.94
export IMPL_p_seq_frac=0.742
export IMPL_slew_violations=0
export IMPL_outcome="finished with violations"
export IMPL_required_ns=0.80
export IMPL_final_area_sq_um=226
export IMPL_rsz0062_at_grt="yes"
export IMPL_grt_pass1_wl_um=331
export IMPL_largest_reg_flops=5
export IMPL_antenna_found_initial=0
export IMPL_wl_per_cell_um=3.79
export IMPL_maxCapViolCount=0
export IMPL_common_cells="inv_1, dfxtp_1"
export IMPL_reg_top3="count: 5 flops"
export IMPL_leakage_nw=0.0662
export IMPL_wl_um=235
export IMPL_ys_warn_count=1
export IMPL_chip_area_sq_um=6400
export IMPL_clk_pin_slew_ns=0.03
export IMPL_avgSynthCellArea_sq_um=11.1
export IMPL_warnings=31
export IMPL_netlist_instances=11
export IMPL_path_cells="buf_2"
export IMPL_critPathTopFamily="flip-flops"
export IMPL_power_internal_mw=0.0468
export IMPL_grt_usage=0.00626
export IMPL_rows=21
export IMPL_synth_chip_area_sq_um=123
export IMPL_finalSetupTns_ns=-0.137
export IMPL_n_antenna_cell=0
export IMPL_logic_gate_count=0
export IMPL_dp_hpwl_um=217
export IMPL_crit_path_max_incr_delay_ns=0.30
export IMPL_netlist_area_sq_um=123
export IMPL_overflow=0
export IMPL_drc=0
export IMPL_ff_type="dfxtp_1"
export IMPL_vias_per_cell=1.24
export IMPL_critPathCaptureType="primary output"
export IMPL_gp_congestion=0.700
export IMPL_numPlacedInstances=62
export IMPL_num_io_pins=6
export IMPL_synth_most_common_cell="inv_1"
export IMPL_logic_area_sq_um=0
export IMPL_area_growth_syn_to_layout_pct=84.7
export IMPL_ys_seq_share=0.816
export IMPL_fp_coreArea_sq_um=3420
export IMPL_synthArstFlopShare=0
export IMPL_worstPathMaxFanout=2
export IMPL_worst_path_buf_inv=1
export IMPL_comb_power_share=0
export IMPL_netSwitchingFraction=0.139
export IMPL_holdBufCountCts=0
export IMPL_max_slew_worst_pin_slew_ns=0.0801
## final timing paths
check / startpoint / endpoint / slack (ns) / cells past startpoint
worst max-delay path: count[0]$_DFF_N_ / count[0] / -0.14 / 1
worst min-delay path: count[0]$_DFF_N_ / count[0]$_DFF_N_ / 0.39 / 1
worst max register to register: count[0]$_DFF_N_ / count[0]$_DFF_N_ / 0.54 / 1
worst min register to register: count[0]$_DFF_N_ / count[0]$_DFF_N_ / 0.39 / 1
## routing by layer
| layer | vias to the layer above | wire [um] | global-route usage |
|---|---|---|---|
| met2 | 7 | 66 | 0.00883 |
| met1 | 31 | 91 | 0.00599 |
| li1 | 37 | - | - |
| met5 | - | 0 | 0 |
| met4 | 0 | 34 | 0.00880 |
| met3 | 2 | 42 | 0.00227 |
## layout by cell type (no fill, tap or decap)
master / count
inv_1: 6
buf_2: 1
clkdlybuf4s50_1: 4
dfxtp_1: 4
dfxtp_2: 1
## power groups by stage
stage / sequential [mW] / clock, mW / combinational, mW
4_1_cts: 0.0407 / 0.0125 / 0.0000000201
6_report: 0.0403 / 0.0140 / 0.0000000201
5_1_grt: 0.0402 / 0.0172 / 0.0000000201
## stage by stage
stage | worst slack [ns] | power, mW
floorplan | 0.0199 | 0.0532
global placement | -0.476 | 0.0532
detailed placement | -0.484 | 0.0532
CTS | -0.103 | 0.0532
global route | -0.162 | 0.0573
finish | -0.137 | 0.0543
## logic make-up after synthesis
| kind of cell | count (synthesis) | share of synthesized area |
|---|---|---|
| buffers and inverters | 6 | 0.184 |
| DFF | 5 | 0.816 |
## final cells by class
class | count | area [sq um]
clock inverter | 1 | 3.75
fill | 405 | 3190
inverter | 5 | 18.8
sequential | 5 | 101
tap | 46 | 57.6
timing repair buffer | 5 | 45.0
## repair_timing
action / 4_1_cts / 5_1_grt
pin swaps: 0 / 0
resized: 4 / 0
setup buffers: 0 / 0
endpoints found under the setup margin: 1 / 1
Power is estimated from default activity; no workload was simulated.
